==> design/flow/design.v <==
module ALU #( parameter OPER_WIDTH = 8,
                        OUT_WIDTH = OPER_WIDTH*2
)
(
  input wire [OPER_WIDTH-1:0] A, 
  input wire [OPER_WIDTH-1:0] B,
  input wire                  EN,
  input wire [3:0]            ALU_FUN,
  input wire                  CLK,
  input wire                  RST,  
  output reg [OUT_WIDTH-1:0]  ALU_OUT,
  output reg                  OUT_VALID  
);
  reg [OUT_WIDTH-1:0] ALU_OUT_Comb;
  reg                 OUT_VALID_Comb;
always @(posedge CLK or negedge RST)
 begin
  if(!RST)
   begin
    ALU_OUT   <= 'b0 ;
    OUT_VALID <= 1'b0 ;	
   end
  else 
   begin  
    ALU_OUT   <= ALU_OUT_Comb ;
    OUT_VALID <= OUT_VALID_Comb ;
   end	
 end  
always @(*)
 begin
   OUT_VALID_Comb = 1'b0 ;
   ALU_OUT_Comb   = 1'b0 ;
   if(EN)
    begin   
	 OUT_VALID_Comb = 1'b1 ;
     case (ALU_FUN) 
     4'b0000: begin
               ALU_OUT_Comb = A+B;
              end
     4'b0001: begin
               ALU_OUT_Comb = A-B;
              end
     4'b0010: begin
               ALU_OUT_Comb = A*B;
              end
     4'b0011: begin
               ALU_OUT_Comb = A/B;
              end
     4'b0100: begin
               ALU_OUT_Comb = A & B;
              end
     4'b0101: begin
               ALU_OUT_Comb = A | B;
              end
     4'b0110: begin
               ALU_OUT_Comb = ~ (A & B);
              end
     4'b0111: begin
               ALU_OUT_Comb = ~ (A | B);
              end     
     4'b1000: begin
               ALU_OUT_Comb =  (A ^ B);
              end
     4'b1001: begin
               ALU_OUT_Comb = ~ (A ^ B);
              end           
     4'b1010: begin
              if (A==B)
                 ALU_OUT_Comb = 'b1;
              else
                 ALU_OUT_Comb = 'b0;
              end
     4'b1011: begin
               if (A>B)
                 ALU_OUT_Comb = 'b10;
               else
                 ALU_OUT_Comb = 'b0;
              end 
     4'b1100: begin
               if (A<B)
                 ALU_OUT_Comb = 'b11;
               else
                 ALU_OUT_Comb = 'b0;
              end     
     4'b1101: begin
               ALU_OUT_Comb = A>>1;
              end
     4'b1110: begin 
               ALU_OUT_Comb = A<<1;
              end
    default: begin
               ALU_OUT_Comb = 'b0;
             end
    endcase
   end
  else
   begin
	 OUT_VALID_Comb = 1'b0 ;
   end   
 end  
endmodule
==> design/flow/run.sh <==
#!/bin/bash
# OpenROAD 26Q1-2900-gdf79404cd8, Yosys 0.63+post, stock flow scripts
make -C /OpenROAD-flow-scripts/flow DESIGN_CONFIG=/design/flow/config.mk WORK_HOME=/design/flow/orfs finish
==> design/flow/config.mk <==
export PLATFORM = sky130hd
export DESIGN_NAME = ALU
export DESIGN_NICKNAME = ALU
export VERILOG_FILES = /design/flow/design.v
export SDC_FILE = /design/flow/constraint.sdc
export NUM_CORES = 4
export LEC_CHECK = 1
export CORE_UTILIZATION = 40
==> design/flow/constraint.sdc <==
current_design ALU

set clk_period 1.0
set clk_io_pct 0.2

create_clock -name clk0 -period $clk_period [get_ports {CLK}]

set non_clock_inputs [all_inputs -no_clocks]
set_input_delay [expr $clk_period * $clk_io_pct] -clock clk0 $non_clock_inputs
set_output_delay [expr $clk_period * $clk_io_pct] -clock clk0 [all_outputs]
==> notes.md <==
fresh numbers from the pnr run: TritonCTS sink count=17, Area growth, synth to finish=67.5%, setup TNS after final layout=-158.38 ns, violated checks=negative setup slack, synthesis-stage register bit count=17, die area=24500 sq um, most frequent standard cell in the layout excluding fill and tap cells=buf_4, area fraction in mux cells=0.0374, reported max-cap violation count=0, class of the tightest hold or removal check=input pin to asynchronous set/reset pin, sum of met3 wire segment lengths after detailed routing=1780 microns, yosys aoi share=0.299, number of DRC markers in iteration 0=799, ys cells=1271, hold slack=0.283 ns, number of nets with antenna violations after routing=0, total routing resource utilization after global routing=0.293, Most common reg cell=dfrtp_1, WP data arrival=24.10 ns, worst rel slew slack=0.517, Crit path max-delay family=AND-OR/OR-AND gates, run status=complete, but fails checks, most frequent cell on the critical path=buf_4, # H-tree levels=1, via count=11800, maximum buffer depth of the clock tree=2, mean area per synthesized cell=7.51 sq um, clock buffer count from CTS=3, clock period minus final worst setup slack=23.97 ns, required time at the worst-slack endpoint=1.13 ns, fill count=1746, DR top layer=met4, startpoint types=input pin, maximum fanout count along the critical path=8, TritonCTS clock tree=yes, leftover overflow at the end of global routing=0, detailed-routing iteration count for the pre-antenna-repair pass=5, share of post-route cells with drive strength above 1=0.452, Peak VDD IR=8.90 mV, remaining routing DRC violations=0, simple-gate portion of the synthesized area=0.211, gpl congestion=1.01, detailed-routing wirelength on met1=16900 microns, combined area of the multi-input logic cells=9700 sq um, final tally of hold violations=0, launch point of the critical path=B[0], pre-placement core utilization=0.408, Die X-Extent=156 microns, clock root buffer=clkbuf_16, largest net degree at the start of global routing=28, detailed-routed wire length on met2=16100 microns, I/O pin count=40, biggest combinational cell group after synthesis=AND-OR/OR-AND gates, top logic cells by instance count in the layout=550 x buf_4, 130 x ha_1, 118 x nor2_1, total leakage power=8.06 nW, Largest stage delay, worst path=0.54 ns, total power per unit cell area=3760 nW/um^2, Setup Crit Path Kind=input pin to flip-flop, unrepaired setup endpoints after global routing=yes, slew at the pin closest to its max-slew limit=0.715 ns, xor+xnor area frac=0.0587, post-detailed-route via-to-cell ratio=5.39, adder and majority gate portion of the synthesized area=0.292, vertical die size=156 microns, Cell Area, Synth=9540 sq um, Post-CTS Hold Fix Bufs=0, number of core rows=56, standard cell core area=23400 sq um, final setup fails=16, average routed wire per standard cell=16.4 microns, tool warnings=47, storage element area=425 sq um, Cells after Synth=1271, first-pass GRT wire length=55700 microns, portion of the post-synthesis area used by sequential elements=0.0446, distinct cell type count of the synthesized netlist=100, vias in the first global route=11100, number of buffer and inverter stages on the critical path=54, ANT cells=0, timing-limited maximum frequency=41.7 MHz, CTS clk-pin slew, worst paths=0.06 ns, cell with the biggest individual delay on the critical path=or4_4, antenna violations before repair=0, least setup slack across all paths after layout=-22.97 ns, endpoint class of the critical path=flip-flop, Syn. warnings=1, DP Wirelength=26200 microns, final max-slew violation count=0, number of input and output port buffers inserted=39, total power draw=60.1 mW, YS chip area=9540 sq um, async set or reset register ratio after synthesis=1.00, pre-CTS WS=-23.81 ns, number of synthesized flops with an enable pin=0, post-layout period usage of the worst path=24.0, drt total wl=35900 microns
[metrics by stage]
step / area, sq um / std cells / utilization
final: 16000 / 2189 / 0.683
after global routing: 16000 / 2189 / 0.683
after CTS: 15100 / 2137 / 0.644
after detailed placement: 14000 / 2037 / 0.600
after global placement: 14000 / 2037 / 0.600
after floorplan: 10100 / 1278 / -
[power breakdown]
| group | internal, mW | switching [mW] | leakage [nW] |
|---|---|---|---|
| registers | 0.768 | 0.0481 | 0.225 |
| logic | 32.6 | 25.9 | 7.79 |
| clock network | 0.543 | 0.299 | 0.0382 |
| total | 33.9 | 26.2 | 8.06 |
[final cells by class]
cell class / count / share of cell area
multi-input cells: 1123 / 0.607
repair buffers: 632 / 0.313
flip-flops and latches: 17 / 0.0266
well taps: 319 / 0.0250
inverters: 94 / 0.0233
clock buffers: 4 / 0.00493
[path summary, 6_finish.rpt]
path / endpoint / slack (ns) / cells past startpoint
setup / recovery: ALU_OUT[0] / -22.97 / 153
hold / removal: ALU_OUT[1] / 0.28 / 2
max in group asynchronous: ALU_OUT[10] / 0.58 / 2
min in group clk0: OUT_VALID / 0.42 / 1
[Yosys cell counts (14+ instances only)]
cell      number  share of area
a21o_1        32          0.025
a21oi_1       97          0.051
clkbuf_1      30          0.012
dfrtp_1       17          0.045
fa_1          38          0.080
ha_1         162           0.21
inv_1         91          0.036
mux2_2        17          0.020
nand2_1      107          0.042
nand2b_1      22          0.014
nand3_1       24          0.013
nor2_1       135          0.053
nor3_1        46          0.024
o21a_1        42          0.033
o21ai_0       57          0.030
o31ai_1       17          0.013
or3_1         14         0.0092
xnor2_1       42          0.039
xor2_1        22          0.020
[sequential cells by signal (all words and copies together) (netlist names)]
name	count
ALU_OUT	16
OUT_VALID	1
[kinds of logic (layout without fill, tap and decap cells)]
family	count (synthesis)	in the layout
muxes	29	29
DFF	17	17
other	1	8
and+or+nand+nor	423	423
AOI/OAI and AO/OA	399	399
buffers and inverters	138	730
xor gates and xnor gates	64	64
adders and majority gates	200	200
[layer usage]
layer / vias up / global-route usage
met5: - / 0
met4: 0 / 0.0840
met3: 85 / 0.0462
met2: 330 / 0.474
met1: 5514 / 0.405
li1: 5867 / -
[repair_timing]
action | 4_1_cts | 5_1_grt
buffers inserted | 96 | 52
gates resized | 108 | 142
pin swaps | 67 | 51
endpoints found under the setup margin | 33 | 24
No activity file was given, so power comes from the tool's default toggle rates.
